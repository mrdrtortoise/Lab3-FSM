==> design/flow/design.v <==
module lfsr(
    input   logic       clk,
    input   logic       rst,
    input   logic       en,
    output  logic [3:0] data_out
);
logic [3:0] sreg;
always_ff @(posedge clk, posedge rst) begin
    if(rst)
        sreg <= 4'b1;
    else if(en)
        sreg <= {sreg[2:0], sreg[3] ^ sreg[2]};
end
assign data_out = sreg;
endmodule
==> design/flow/run.sh <==
#!/bin/bash
# OpenROAD 26Q1-2900-gdf79404cd8, Yosys 0.63+post, stock flow scripts
make -C /OpenROAD-flow-scripts/flow DESIGN_CONFIG=/design/flow/config.mk WORK_HOME=/design/flow/orfs finish
==> design/flow/config.mk <==
export PLATFORM = sky130hd
export DESIGN_NAME = lfsr
export DESIGN_NICKNAME = lfsr
export VERILOG_FILES = /design/flow/design.v
export SDC_FILE = /design/flow/constraint.sdc
export NUM_CORES = 4
export LEC_CHECK = 1
export CORE_AREA = 10 10 70 70
export DIE_AREA = 0 0 80 80
==> design/flow/constraint.sdc <==
current_design lfsr

set clk_period 1.0
set clk_io_pct 0.2

create_clock -name clk0 -period $clk_period [get_ports {clk}]

set non_clock_inputs [all_inputs -no_clocks]
set_input_delay [expr $clk_period * $clk_io_pct] -clock clk0 $non_clock_inputs
set_output_delay [expr $clk_period * $clk_io_pct] -clock clk0 [all_outputs]
==> run_results.csv <==
group,metric,value,unit
run_status,status,"finished with violations",
run_status,violations,"setup timing",
synth,edf_count,0,
detailed_routing,met3_length,99,um
worst_setup_path,r2r_slack,0.10,ns
worst_setup_path,crit_slowest_cell,"dfstp_2",
worst_setup_path,start_kind,"flop",
sta,rsz0062_at_grt,"yes",
sta,final-hold-violation-count,0,
placed_design,pre_cts_ws,-0.238,ns
placed_design,gp_congestion,0.668,
sta,worst_pin_slew,0.196,ns
worst_setup_path,critPathCaptureType,"output pin",
worst_setup_path,cp.arrival,0.86,ns
detailed_routing,drt_wl_total,447,um
sta,layout_setup_ws,-0.0596,ns
detailed_routing,wl_met2,165,um
synth,ys.flop_type,"dfrtp_1",
pwr,p_leak,0.124,nW
synth,ys_chip_area,156,um2
layout,final_util,0.0905,
detailed_routing,wl_met1,176,um
sta,skew,0.0110,ns
worst_setup_path,critPathBufInv,1,
layout,regArea,101,um2
clocking,cts_max_path_buffers,2,
worst_setup_path,critical_path_class,"flop to output pin",
pwr,p_per_area,2700,nW/um2
synth,yosys.area.top_type_share,0.480,
detailed_routing,vias_per_cell,1.89,
clocking,numCtsBuffers,3,
synth,ys_types,7,
worst_setup_path,worstReg2RegEnd,"sreg[3]$_DFFE_PP0P_",
detailed_routing,ant_nets,0,
grt,gr-total-overflow,0,
layout,logic_area,51.3,um2
layout,drive_above_1_share,0.600,
synth,ys_cells,11,
worst_setup_path,cp.required,0.80,ns
synth,avgSynthCellArea,14.2,um2
detailed_routing,vias,134,
flow_run,log.warning_count,27,
grt,track_usage,0.0163,
layout,stdcell_area,309,um2
worst_setup_path,worstPathMaxFanout,3,
sta,finalMaxSlewViolations,0,
worst_setup_path,path_cells,"buf_2",
synth,ys_top_cells_by_count,"dfrtp_1, mux2_2",
placed_design,place_area,304,um2
die,die_area,6400,um2
synth,netlist_area,156,um2
detailed_routing,maxUsedRoutingLayer,"met4",
synth,yosys.stat.seqShare,0.648,
layout,syn_to_final_growth,97.6,%
detailed_routing,dr.pass1.iters,1,
clocking,clkSinkCount,4,
worst_setup_path,reg2reg_from,"sreg[2]$_DFFE_PP0P_",
synth,synth_warnings,1,
worst_setup_path,cp_slowest_stage_delay,0.53,ns
grt,first_global_vias,134,
grt,antenna_found_initial,0,
synth,yosysTopAreaCell,"dfrtp_1",
sta,setup_viol,1,
worst_setup_path,r2r_cells,2,
sta,finalClockPeriodUsage,1.06,
grt,grt_pass1_wl,703,um
detailed_routing,drt-initial-drc-count,0,
detailed_routing,route.detailed.drc,0,
pwr,ir_worst_vdd,0.000405,V
die,rows,21,
clocking,cts-htree-levels,1,
die,top_level_ports,7,
layout,fill_cells,406,
sta,finalCriticalPeriod,1.06,ns
grt,grt_start_max_net_pins,5,
layout,largest_registers,"sreg (4)",
sta,clock.fmax,0.944,GHz
layout,largest_reg_flops,4,
sta,slew-limit-headroom,0.869,
detailed_routing,insertedDiodeCount,0,
clocking,root_buffer,"clkbuf_4",
clocking,clkTransAtPathRegs,0.04,ns
worst_setup_path,path_delay_family,"flip-flops",
detailed_routing,wl_per_cell,6.30,um
worst_setup_path,crit_path_start,"sreg[0]$_DFFE_PP1P_",
die,fp.dieW,80,um
clocking,cts_tree,"done",
synth,synth.area.top_cells,"dfrtp_1, mux2_2, dfstp_2",
pwr,fin_total_pwr,0.833,mW
flow_run,cap_viol_max_count,0,
synth,postSynthCellCount,11,
die,fp_util,0.0458,
placed_design,port_buffers,6,
synth,synthArstFlopShare,1.00,
synth,ys_ff,4,
die,core-area,3420,um2
die,die_h,80,um
clocking,clock_latency,0.25,ns
layout,regMostFlops,"sreg",
hold_path,min_path_type,"primary input to async pin",
cells by family after synthesis:
logic type	after synthesis	share of synthesized area
and+or+nand+nor	1	0.0240
AOI/OAI and AO/OA	1	0.0320
muxes	3	0.216
buffers and inverters	1	0.0240
xor gates and xnor gates	1	0.0560
DFF	4	0.648
cells in the final DEF (no fill, tap or decap):
| cell type | netlist | final |
|---|---|---|
| inv_1 | 1 | 1 |
| clkbuf_2 | 0 | 2 |
| dfrtp_1 | 3 | 3 |
| nor2_1 | 1 | 1 |
| dfstp_2 | 1 | 1 |
| clkbuf_4 | 0 | 3 |
| a21oi_1 | 1 | 1 |
| clkdlybuf4s50_1 | 0 | 1 |
| dlygate4sd2_1 | 0 | 1 |
| clkbuf_1 | 0 | 1 |
| mux2_2 | 3 | 3 |
| buf_2 | 0 | 2 |
| xnor2_1 | 1 | 1 |
| buf_4 | 0 | 4 |
metal layers:
layer,vias up,GRT usage
met5,-,0
met4,0,0.00176
met3,2,0.0250
li1,63,-
met1,62,0.0161
met2,7,0.0185
power by group:
| part | switching [mW] | internal (mW) | leakage [nW] | total (mW) |
|---|---|---|---|---|
| sequential | 0.0411 | 0.258 | 0.0440 | 0.299 |
| combinational | 0.0979 | 0.210 | 0.0651 | 0.308 |
| clock | 0.0757 | 0.150 | 0.0150 | 0.226 |
| total | 0.215 | 0.618 | 0.124 | 0.833 |
final cells by class:
type,instances,share of cell area
tap,46,0.186
multi-input combinational,6,0.166
inverter,1,0.0121
clock buffer,4,0.0850
timing repair buffer,10,0.223
sequential,4,0.328
timing repair:
item | in CTS | in global routing
setup buffers | 1 | 0
gates resized | 12 | 2
hold buffers | 0 | 0
setup endpoints to repair | 5 | 5
through the flow:
| stage | std cells | setup TNS, ns | hold slack (ns) |
|---|---|---|---|
| after global placement | 67 | -1.02 | 0.402 |
| after detailed placement | 67 | -1.06 | 0.405 |
| after CTS | 72 | -0.0767 | 0.142 |
| after floorplan | 11 | 0 | -0.0346 |
| final | 71 | -0.0596 | 0.138 |
| after global routing | 71 | -0.113 | 0.157 |
worst max path at each step:
stage | end | cells after the start
CTS | data_out[0] | 1
global route | data_out[0] | 1
finish | data_out[0] | 1
No activity file was given, so power comes from the tool's default toggle rates.
